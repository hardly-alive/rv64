==> constraint.sdc <==
current_design trap_unit

set clk_period 4.9
set clk_io_pct 0.2

create_clock -name clk0 -period $clk_period

set non_clock_inputs [all_inputs -no_clocks]
set_input_delay [expr $clk_period * $clk_io_pct] -clock clk0 $non_clock_inputs
set_output_delay [expr $clk_period * $clk_io_pct] -clock clk0 [all_outputs]
==> design.v <==
package riscv_pkg;
    localparam int XLEN = 64;    
    localparam int ILEN = 32;    
    typedef enum logic [6:0] {
        OP_LUI    = 7'b0110111,
        OP_AUIPC  = 7'b0010111,
        OP_JAL    = 7'b1101111,
        OP_JALR   = 7'b1100111,
        OP_BRANCH = 7'b1100011,
        OP_LOAD   = 7'b0000011,
        OP_STORE  = 7'b0100011,
        OP_IMM    = 7'b0010011, 
        OP_IMM_32 = 7'b0011011,
        OP_REG    = 7'b0110011,
        OP_REG_32 = 7'b0111011,
        OP_FENCE =  7'b0001111,
        OP_SYSTEM = 7'b1110011
    } opcode_t;
    typedef enum logic [4:0] {
        ALU_ADD,  ALU_ADDW,  
        ALU_SUB,  ALU_SUBW,
        ALU_OR,   ALU_AND, ALU_XOR,
        ALU_SLT,  ALU_SLTU, 
        ALU_SLL,  ALU_SLLW, 
        ALU_SRL,  ALU_SRLW, 
        ALU_SRA,  ALU_SRAW  
    } alu_op_t;
    typedef enum logic [3:0] {
        LSU_NONE,    
        LSU_LB,      
        LSU_LH,      
        LSU_LW,      
        LSU_LD,      
        LSU_LBU,     
        LSU_LHU,     
        LSU_LWU,     
        LSU_SB,      
        LSU_SH,      
        LSU_SW,      
        LSU_SD       
    } lsu_op_t;
    typedef enum logic [2:0] {
        BRANCH_NONE = 3'b010,  
        BRANCH_BEQ  = 3'b000,  
        BRANCH_BNE  = 3'b001,  
        BRANCH_BLT  = 3'b100,  
        BRANCH_BGE  = 3'b101,  
        BRANCH_BLTU = 3'b110,  
        BRANCH_BGEU = 3'b111   
    } branch_op_t;
    typedef enum logic [3:0] {  
        M_NONE,
        M_MUL,       
        M_MULH,      
        M_MULHSU,    
        M_MULHU,     
        M_MULW,
        M_DIV,       
        M_DIVU,      
        M_REM,       
        M_REMU,       
        M_DIVW,
        M_DIVUW,
        M_REMW,
        M_REMUW
    } mul_op_t;
    typedef enum logic [11:0] {
        CSR_MSTATUS  = 12'h300,  
        CSR_MISA     = 12'h301,  
        CSR_MIE      = 12'h304,  
        CSR_MTVEC    = 12'h305,  
        CSR_MSCRATCH = 12'h340,  
        CSR_MEPC     = 12'h341,  
        CSR_MCAUSE   = 12'h342,  
        CSR_MTVAL    = 12'h343,
        CSR_MIP      = 12'h344,  
        CSR_MCYCLE   = 12'hB00,  
        CSR_MINSTRET = 12'hB02   
    } csr_addr_t;
    typedef enum logic [2:0] {
        CSR_NONE = 3'b000,
        CSR_RW   = 3'b001,  
        CSR_RS   = 3'b010,  
        CSR_RC   = 3'b011,  
        CSR_RWI  = 3'b101,  
        CSR_RSI  = 3'b110,  
        CSR_RCI  = 3'b111   
    } csr_op_t;
endpackage
module trap_unit (
    input  logic        is_ecall_i,
    input  logic        is_ebreak_i,
    input  logic        is_mret_i,
    input  logic        illegal_instr_i,
    input  logic        load_misaligned_i,
    input  logic        store_misaligned_i,
    input  logic [63:0] bad_addr_i,
    input  logic [63:0] curr_pc_i,        
    input  logic [31:0] curr_instr_i,     
    input  logic [63:0] mtvec_i,          
    input  logic [63:0] mepc_i,           
    output logic        trap_en_o,
    output logic        mret_en_o,
    output logic [63:0] trap_cause_o,
    output logic [63:0] trap_pc_o,
    output logic [63:0] trap_val_o,
    output logic        trap_flush_o,     
    output logic [63:0] pc_trap_val_o     
);
    localparam logic [63:0] CAUSE_ILLEGAL_INSTR    = 64'd2;
    localparam logic [63:0] CAUSE_BREAKPOINT       = 64'd3;
    localparam logic [63:0] CAUSE_LOAD_MISALIGNED  = 64'd4;  
    localparam logic [63:0] CAUSE_STORE_MISALIGNED = 64'd6;  
    localparam logic [63:0] CAUSE_ECALL_MMODE      = 64'd11;
    always_comb begin
        trap_en_o     = 1'b0;
        mret_en_o     = 1'b0;
        trap_cause_o  = 64'b0;
        trap_pc_o     = curr_pc_i;
        trap_val_o    = 64'b0;
        trap_flush_o  = 1'b0;
        pc_trap_val_o = 64'b0;
        if (illegal_instr_i) begin
            trap_en_o     = 1'b1;
            trap_cause_o  = CAUSE_ILLEGAL_INSTR;
            trap_val_o    = {32'b0, curr_instr_i};  
            trap_flush_o  = 1'b1;
            pc_trap_val_o = mtvec_i;                
        end else if (is_ecall_i) begin
            trap_en_o     = 1'b1;
            trap_cause_o  = CAUSE_ECALL_MMODE;
            trap_val_o    = 64'b0;                  
            trap_flush_o  = 1'b1;
            pc_trap_val_o = mtvec_i;                
        end else if (is_ebreak_i) begin
            trap_en_o     = 1'b1;
            trap_cause_o  = CAUSE_BREAKPOINT;
            trap_val_o    = {32'b0, curr_instr_i};
            trap_flush_o  = 1'b1;
            pc_trap_val_o = mtvec_i;                
        end else if (load_misaligned_i) begin
            trap_en_o     = 1'b1;
            trap_cause_o  = CAUSE_LOAD_MISALIGNED;
            trap_val_o    = bad_addr_i;             
            trap_flush_o  = 1'b1;
            pc_trap_val_o = mtvec_i;
        end else if (store_misaligned_i) begin
            trap_en_o     = 1'b1;
            trap_cause_o  = CAUSE_STORE_MISALIGNED;
            trap_val_o    = bad_addr_i;             
            trap_flush_o  = 1'b1;
            pc_trap_val_o = mtvec_i;
        end
        else if (is_mret_i) begin
            mret_en_o     = 1'b1;
            trap_flush_o  = 1'b1;                   
            pc_trap_val_o = mepc_i;                 
        end
    end
endmodule
==> config.mk <==
export PLATFORM = sky130hd
export DESIGN_NAME = trap_unit
export DESIGN_NICKNAME = trap_unit
export VERILOG_FILES = /design/flow/design.v
export SDC_FILE = /design/flow/constraint.sdc
export NUM_CORES = 4
export LEC_CHECK = 1
export CORE_AREA = 10 10 218 218
export DIE_AREA = 0 0 228 228
==> run.sh <==
#!/bin/bash
# OpenROAD 26Q1-2900-gdf79404cd8, Yosys 0.63+post, stock flow scripts
make -C /OpenROAD-flow-scripts/flow DESIGN_CONFIG=/design/flow/config.mk WORK_HOME=/design/flow/orfs finish
==> out/metrics.yaml <==
timing:
  rsz0062_at_grt: "no"
  hold_viol: 0
  tns_ps: 0
  fmax_mhz: 229
  setup_violations: 0
  fin_crit_sh_pct: 89.0
  worst_slew_pin_slew_ps: 592
  relSlewSlack_pct: 60.5
  finalMaxSlewViolations: 0
  period_minus_slack_ps: 4360
  finalWorstSetupSlack_ps: 541
floorplan:
  dieHeight_um: 228
  core_mm2: 0.0429
  initial_core_util_pct: 6.42
  die_area_mm2: 0.0520
  num_io_pins: 553
  dieWidth_um: 228
  num_rows: 76
drt:
  wl_per_cell_um: 15.6
  drc_errors: 0
  finalWirelength_um: 20100
  vias_per_cell: 2.75
  firstDrtPassIters: 4
  first_iter_violations: 90
  antenna_left: 0
  via_count: 3539
layout:
  area_delta_synth_final_pct: 131
  fillerInstances: 4833
  clkbuf_count: 0
  ff_count: 0
  seq_area_um2: 0
  drive_gt1_share_pct: 1.71
place:
  gp_congestion: 0.838
  preCtsSetupSlack_ps: 533
  numPortBuffers: 365
  hpwlAfterDp_um: 18200
clocking:
  post-cts-setup-buffers: 0
  cts_hold_buf: 0
  cts_resized: 0
yosys:
  top_area_cell: "buf_4"
  ys_area_mm2: 0.00275
  synth_warnings: 1
  synth-cells-yosys: 418
  synth_cells: 418
  ys_seq_share_pct: 0
  synth.avg_cell_area_um2: 6.59
  syn_area_mm2: 0.00275
  synth_cell_types: 17
  topCellsByArea: "buf_4 35%, mux2i_1 23%, a22o_1 10%"
  top_area_share_pct: 34.9
  most_common_cell: "buf_4"
  yosys-top-cells-count: "128 x buf_4, 66 x inv_1, 65 x nand2_1, 64 x mux2i_1"
pwr:
  ir_worst_vdd_v: 0.0000224
  p_leak_nw: 3.04
  p_per_area_mw_per_mm2: 64.1
hold_path:
  hold_path.class: "in -> out"
global_route:
  antenna_found_initial: 5
  grt_pass1_vias: 3804
  grt_pass1_wl_um: 27900
  grt_max_degree: 66
  track_usage_pct: 7.19
  gr-total-overflow: 0
worst_setup_path:
  crit_fanout: 65
  required_ps: 3920
  start_kind: "input port"
  worst_ep_arrival_time_ps: 3380
  worst_setup_path_end_kind: "output port"
  path_class: "in -> out"
job:
  openroad.warnings: 32
  drv_cap: 0
run_status:
  status: "complete, no violations"
[kinds of logic after synthesis]
kind of cell           share of synthesized area (%)
AND/OR/NAND/NOR                                 17.8
other                                          0.136
multiplexers                                    23.3
AND-OR/OR-AND                                   10.6
buffers and inverters                           48.2
[power breakdown]
group / switching, W / leakage, nW / internal (W)
Combinational: 0.000109 / 3.04 / 0.000298
Clock: 0 / 0.00000634 / 0.0000000000278
Sequential: 0 / 0 / 0
[cells in the final DEF, fill, tap and decap left out, types with 2 or more instances in the layout]
cell type,synthesis,final
clkdlybuf4s50_1,0,364
inv_1,66,66
nand2_1,65,64
mux2i_1,64,64
conb_1,1,60
and2_1,32,32
a22o_1,32,32
buf_4,128,5
nor2_1,4,4
buf_12,0,2
[path summary, 6_finish.rpt]
check	start	endpoint	depth (start not counted)
max	illegal_instr_i	trap_val_o[7]	6
min	curr_pc_i[12]	trap_pc_o[12]	0
[metrics by stage]
| step | total power [W] | hold slack, ps | instances | util (%) | instance area, µm² |
|---|---|---|---|---|---|
| 3_5_place_dp | 0.000417 | 1960 | 1286 | 14.8 | 6360 |
| 6_report | 0.000408 | 1960 | 1287 | 14.8 | 6360 |
| 2_1_floorplan | 0.000139 | 1970 | 477 | - | 2970 |
| 3_3_place_gp | 0.000417 | 1960 | 1286 | 14.8 | 6360 |
| 4_1_cts | 0.000420 | 1960 | 1286 | 14.8 | 6360 |
| 5_1_grt | 0.000445 | 1960 | 1286 | 14.8 | 6360 |
[worst max-delay path: stages]
cell and delay, ps:
clkdlybuf4s50_1 470, nor3_2 350, and2b_2 190, buf_4 470, a22o_1 310, clkdlybuf4s50_1 560
[layout make-up]
cell class / count / area (µm²) / share of cell area, %
inverter: 66 / 248 / 3.89
timing repair buffer: 372 / 3730 / 58.5
antenna: 1 / 2.50 / 0.0393
multi-input combinational: 263 / 1660 / 26.0
tap: 585 / 732 / 11.5
[layer usage]
layer	vias to the layer above	global-route usage (%)	share of wire, %
li1	1682	-	-
met1	1489	7.23	34
met2	300	12.7	49
met3	60	3.77	13
met4	8	2.06	3.6
met5	-	0	0.33
Power is estimated from default activity; no workload was simulated.
