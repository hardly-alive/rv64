## ./config.mk

```make
export PLATFORM = sky130hd
export DESIGN_NAME = prefetch_buffer
export DESIGN_NICKNAME = prefetch_buffer
export VERILOG_FILES = /design/flow/design.v
export SDC_FILE = /design/flow/constraint.sdc
export NUM_CORES = 4
export LEC_CHECK = 1
export CORE_UTILIZATION = 30
```

## ./constraint.sdc

```tcl
current_design prefetch_buffer

set clk_period 13.8
set clk_io_pct 0.2

create_clock -name clk0 -period $clk_period [get_ports {clk}]

set non_clock_inputs [all_inputs -no_clocks]
set_input_delay [expr $clk_period * $clk_io_pct] -clock clk0 $non_clock_inputs
set_output_delay [expr $clk_period * $clk_io_pct] -clock clk0 [all_outputs]
```

## ./design.v

```verilog
package riscv_pkg;
    localparam int XLEN = 64;    
    localparam int ILEN = 32;    
    typedef enum logic [6:0] {
        OP_LUI    = 7'b0110111,
        OP_AUIPC  = 7'b0010111,
        OP_JAL    = 7'b1101111,
        OP_JALR   = 7'b1100111,
        OP_BRANCH = 7'b1100011,
        OP_LOAD   = 7'b0000011,
        OP_STORE  = 7'b0100011,
        OP_IMM    = 7'b0010011, 
        OP_IMM_32 = 7'b0011011,
        OP_REG    = 7'b0110011,
        OP_REG_32 = 7'b0111011,
        OP_FENCE =  7'b0001111,
        OP_SYSTEM = 7'b1110011
    } opcode_t;
    typedef enum logic [4:0] {
        ALU_ADD,  ALU_ADDW,  
        ALU_SUB,  ALU_SUBW,
        ALU_OR,   ALU_AND, ALU_XOR,
        ALU_SLT,  ALU_SLTU, 
        ALU_SLL,  ALU_SLLW, 
        ALU_SRL,  ALU_SRLW, 
        ALU_SRA,  ALU_SRAW  
    } alu_op_t;
    typedef enum logic [3:0] {
        LSU_NONE,    
        LSU_LB,      
        LSU_LH,      
        LSU_LW,      
        LSU_LD,      
        LSU_LBU,     
        LSU_LHU,     
        LSU_LWU,     
        LSU_SB,      
        LSU_SH,      
        LSU_SW,      
        LSU_SD       
    } lsu_op_t;
    typedef enum logic [2:0] {
        BRANCH_NONE = 3'b010,  
        BRANCH_BEQ  = 3'b000,  
        BRANCH_BNE  = 3'b001,  
        BRANCH_BLT  = 3'b100,  
        BRANCH_BGE  = 3'b101,  
        BRANCH_BLTU = 3'b110,  
        BRANCH_BGEU = 3'b111   
    } branch_op_t;
    typedef enum logic [3:0] {  
        M_NONE,
        M_MUL,       
        M_MULH,      
        M_MULHSU,    
        M_MULHU,     
        M_MULW,
        M_DIV,       
        M_DIVU,      
        M_REM,       
        M_REMU,       
        M_DIVW,
        M_DIVUW,
        M_REMW,
        M_REMUW
    } mul_op_t;
    typedef enum logic [11:0] {
        CSR_MSTATUS  = 12'h300,  
        CSR_MISA     = 12'h301,  
        CSR_MIE      = 12'h304,  
        CSR_MTVEC    = 12'h305,  
        CSR_MSCRATCH = 12'h340,  
        CSR_MEPC     = 12'h341,  
        CSR_MCAUSE   = 12'h342,  
        CSR_MTVAL    = 12'h343,
        CSR_MIP      = 12'h344,  
        CSR_MCYCLE   = 12'hB00,  
        CSR_MINSTRET = 12'hB02   
    } csr_addr_t;
    typedef enum logic [2:0] {
        CSR_NONE = 3'b000,
        CSR_RW   = 3'b001,  
        CSR_RS   = 3'b010,  
        CSR_RC   = 3'b011,  
        CSR_RWI  = 3'b101,  
        CSR_RSI  = 3'b110,  
        CSR_RCI  = 3'b111   
    } csr_op_t;
endpackage
module prefetch_buffer #(
    parameter DEPTH = 4
)(
    input  logic        clk,
    input  logic        rst_n,
    input  logic        flush_i,        
    input  logic [63:0] flush_addr_i,   
    input  logic        ready_i,        
    output logic        valid_o,        
    output logic [31:0] instr_o,        
    output logic [63:0] pc_o,           
    output logic        ibus_req_o,
    output logic [63:0] ibus_addr_o,
    input  logic        ibus_gnt_i,
    input  logic        ibus_rvalid_i,
    input  logic [31:0] ibus_rdata_i
);
    logic [31:0] instr_fifo [DEPTH-1:0];
    logic [63:0] pc_fifo    [DEPTH-1:0];
    logic [$clog2(DEPTH)-1:0]   wr_ptr, rd_ptr;
    logic [$clog2(DEPTH+1)-1:0] fifo_count;
    logic [63:0] fetch_pc_q;     
    logic [63:0] response_pc_q;  
    logic [3:0] outstanding_q;   
    logic [3:0] drop_q;          
    logic req_success;
    assign req_success = ibus_req_o && ibus_gnt_i;
    logic space_available;
    assign space_available = (fifo_count + outstanding_q) < DEPTH;
    assign ibus_req_o  = space_available && !flush_i;
    assign ibus_addr_o = fetch_pc_q;
    always_ff @(posedge clk or negedge rst_n) begin
        if (!rst_n) begin
            outstanding_q <= '0;
            drop_q        <= '0;
        end else begin
            outstanding_q <= outstanding_q + {3'b0, req_success} - {3'b0, ibus_rvalid_i};
            if (flush_i) begin
                drop_q <= outstanding_q + {3'b0, req_success} - {3'b0, ibus_rvalid_i};
            end else if (ibus_rvalid_i && (drop_q > 0)) begin
                drop_q <= drop_q - 1;
            end
        end
    end
    always_ff @(posedge clk or negedge rst_n) begin : pc_tracking
        if (!rst_n) begin
            fetch_pc_q    <= 64'h8000_0000;
            response_pc_q <= 64'h8000_0000;
        end else if (flush_i) begin
            fetch_pc_q    <= flush_addr_i;
            response_pc_q <= flush_addr_i;
        end else begin
            if (req_success) begin
                fetch_pc_q <= fetch_pc_q + 64'd4;
            end
            if (ibus_rvalid_i && (drop_q == 0)) begin
                response_pc_q <= response_pc_q + 64'd4;
            end
        end
    end
    logic fifo_push, fifo_pop;
    assign fifo_push = ibus_rvalid_i && (drop_q == 0) && !flush_i;
    assign fifo_pop  = ready_i && valid_o && !flush_i;
    always_ff @(posedge clk or negedge rst_n) begin
        if (!rst_n) begin
            wr_ptr     <= '0;
            rd_ptr     <= '0;
            fifo_count <= '0;
        end else if (flush_i) begin
            wr_ptr     <= '0;
            rd_ptr     <= '0;
            fifo_count <= '0;
        end else begin
            if (fifo_push && !fifo_pop)
                fifo_count <= fifo_count + 1;
            else if (!fifo_push && fifo_pop)
                fifo_count <= fifo_count - 1;
            if (fifo_push) begin
                instr_fifo[wr_ptr] <= ibus_rdata_i;
                pc_fifo[wr_ptr]    <= response_pc_q;
                wr_ptr             <= wr_ptr + 1;
            end
            if (fifo_pop) begin
                rd_ptr <= rd_ptr + 1;
            end
        end
    end
    assign valid_o = (fifo_count > 0);
    assign instr_o = instr_fifo[rd_ptr];
    assign pc_o    = pc_fifo[rd_ptr];
endmodule
```

## ./run.sh

```bash
#!/bin/bash
# OpenROAD 26Q1-2900-gdf79404cd8, Yosys 0.63+post, stock flow scripts
make -C /OpenROAD-flow-scripts/flow DESIGN_CONFIG=/design/flow/config.mk WORK_HOME=/design/flow/orfs finish
```

==> CHANGELOG.md <==
## Implementation

- Max cap viols: 0
- Tightest Pin Transition: 0.891 ns
- TritonCTS clock tree: done
- Startpoint types: primary input
- Layout area overhead: 24.9%
- Filler instances: 6853
- Crit path DRT: 11.04 ns
- # H-tree levels: 2
- Cell Chain, Critical Path: buf_4 > nor3_1 > and3_1 > clkdlybuf4s50_1
- CP Max Fanout: 23
- CTS resizes: 0
- # Cells Yosys: 1727
- Setup TNS Final: 0 ns
- Core Area: around 75000 um^2
- PortBufs: 263
- Final instance area: approximately 28000 um^2
- Chip width: 278 um
- Routed len/inst: around 23 um
- Total track usage: 18.4%
- Power density over cell area: 157 nW/um^2
- Total CTS buffers: ~58
- Post-CTS setup buffers: 0
- CTS clk-pin slew, worst paths: 0.06 ns
- Synth top cells by count: edfxtp_1 (384), dfrtp_1 (141), inv_1 (138), nand2_1 (136), mux2i_1 (112)
- Initial DRC Count: 1216
- Main area contributors: edfxtp_1 (51%), dfrtp_1 (15%), mux2i_1 (4.9%)
- Max Clk Rate: 148 MHz
- Post-Syn Instances: 1727
- Cell taking the most area after synthesis: edfxtp_1
- CTS max path bufs: 3
- Period utilization: 49.0%
- Crit path buffers/inverters: 2
- Number of enable flip-flop cells: 384
- Worst slew margin: 40.1%
- Vias in the first global route: around 16000
- P_leak: around 0.011 uW
- Endpoints failing hold: 0
- CP peak stage delay: 0.49 ns
- CTS Sinks: roughly 530
- DRC: 0
- Setup CP Type: primary input to primary output
- VDD IR max: roughly 140 uV
- Max layer used: met5
- Setup crit end kind: primary output
- Gate Area: 6870 um^2
- Tool warnings: 32
- Synth Flop Type: edfxtp_1
- Site Rows: 100
- Dominant cell area share: 50.6%
- Setup violations, final: 0
- Initial antenna violation count: 4
- CP max-delay cell: clkdlybuf4s50_1
- Cell area after placement: around 27000 um^2
- Routed WL: 68400 um
- HP Class: register to register
- Crit path max-delay family: buffers and inverters
- Flops after synth: about 530
- Met3 Wirelength: 8240 um
- Yosys top cell by instances: edfxtp_1
- Synth cell types: between 60 and 70
- CTS hold repair buffers: 0
- Yosys stat area: 22800 um^2
- Worst EP arrival: 4.01 ns
- GP Congestion: between 0.9 and 1
- Fin Hold WS: 0.527 ns
- Worst Skew: ~0.021 ns
- Clk latency late pin: roughly 0.63 ns
- Sequential element share of the synthesized area: roughly two thirds
- Die y size: about 280 um
- Routed Antenna Nets: 0
- Post-layout min period: just under 7 ns
- Vias: 15700
- Met2 wire length: 31700 um
- DP HPWL: 45400 um
- Netlist Area Pre-Place: about 23000 um^2
- Status: complete, no violations
- Syn_area_per_cell: 13.2 um^2
- Pin count of the biggest net entering global routing: 72
- Synth async-reset ratio: roughly 27%
- Final max-slew violation count: 0
- Share of post-route cells with drive strength above 1: 8.07%
- I/O pin count: 264
- RSZ-0062 raised after global routing: no
- Die footprint: 77100 um^2
- Core Util, Final: a little under two fifths
- Syn. warnings: 3
- 1st-pass router iterations: 8
- Clock root cell: clkbuf_16
- Wl on met1: between 20000 and 30000 um
- Floorplan Utilization: 30.5%
- First-pass GRT wire length: 101000 um
- Global route overflow: 0
- Inserted Diodes: 0
- Sequential cell area: 15100 um^2
- Vias per inst: 5.24
==> state kept, by name, indices dropped and copies added, names as in the netlist <==
| name | flops |
|---|---|
| wr_ptr | 2 |
| instr_fifo | 128 |
| drop_q | 4 |
| fifo_count | 3 |
| pc_fifo | 256 |
| outstanding_q | 4 |
| fetch_pc_q | 64 |
| response_pc_q | 64 |
| rd_ptr | 2 |
==> placed cells by master (no fill, tap or decap), types with 6 or more instances in the layout <==
master	instances
clkinv_1	10
o31a_1	6
or3_1	13
and3_1	22
and2_1	7
o31ai_1	8
a21oi_1	20
nor2_1	46
inv_1	138
dfrtp_1	141
o21ai_0	70
nand2_1	136
o311ai_0	12
clkbuf_1	9
a31oi_1	11
xnor2_1	55
nor3_1	32
nand3_1	74
buf_4	33
or4_1	8
o211ai_1	20
xor2_1	9
bufinv_16	7
clkbuf_16	58
edfxtp_1	384
and4_1	21
mux2i_1	112
a222oi_1	98
clkdlybuf4s50_1	261
nand4_1	58
nor4_1	31
nor2b_1	9
mux2_2	12
ha_1	14
clkinv_2	14
==> power by group <==
group | total [uW] | internal (uW) | switching, uW
Sequential | 1920 | 1790 | 127
Clock | 1540 | 907 | 633
Combinational | 1020 | 526 | 494
Total | 4480 | 3220 | 1250
==> cells by family after synthesis <==
family / Yosys count / share of synthesized area (%)
AOI/OAI and AO/OA: 268 / 9.07
xor gates and xnor gates: 64 / 2.46
adders and majority gates: 20 / 1.16
buffers and inverters: 237 / 3.97
DFF: 527 / 66.3
muxes: 124 / 5.51
and+or+nand+nor: 487 / 11.6
==> cell type report <==
class	instances	share of cell area [%]
clock inverter	40	1.40
clock buffer	68	5.26
multi-input combinational	963	24.1
tap	969	4.26
timing repair buffer	295	10.1
sequential	527	53.0
inverter	139	1.83
==> worst register-to-register path: cells and delay by family, from the launching register on <==
family	cells	cell delay [ns]
flops	1	0.37
simple gates	4	1.69
buf+inv	2	0.76
fa+ha+maj	1	0.20
==> metrics by stage <==
stage	setup slack [ns]	power, uW	instances
after floorplan	7.54	2400	1727
after global placement	7.06	2980	2893
after detailed placement	7.06	2980	2893
after CTS	7.05	4540	3001
after global routing	6.93	4680	3001
final	7.03	4480	3001
==> final timing paths <==
check / from / end / slack, ns / cells past startpoint
max: flush_i / ibus_req_o / 7.03 / 4
max reg2reg: drop_q[0] / pc_fifo[1][23] / 10.35 / 7
min reg2reg: response_pc_q[0] / pc_fifo[3][0] / 0.53 / 0
min in group asynchronous: rst_n / fetch_pc_q[38] / 2.16 / 1
min: response_pc_q[0] / pc_fifo[3][0] / 0.53 / 0
max in group asynchronous: rst_n / fetch_pc_q[0] / 10.55 / 2
==> routing by layer <==
metal	vias up	GRT usage (%)
met5	-	0.438
met4	8	4.59
met3	117	9.05
met2	745	27.9
met1	7672	24.3
li1	7198	-
Power is estimated from default activity; no workload was simulated.
