==> design/flow/design.v <==
package riscv_pkg;
    localparam int XLEN = 64;    
    localparam int ILEN = 32;    
    typedef enum logic [6:0] {
        OP_LUI    = 7'b0110111,
        OP_AUIPC  = 7'b0010111,
        OP_JAL    = 7'b1101111,
        OP_JALR   = 7'b1100111,
        OP_BRANCH = 7'b1100011,
        OP_LOAD   = 7'b0000011,
        OP_STORE  = 7'b0100011,
        OP_IMM    = 7'b0010011, 
        OP_IMM_32 = 7'b0011011,
        OP_REG    = 7'b0110011,
        OP_REG_32 = 7'b0111011,
        OP_FENCE =  7'b0001111,
        OP_SYSTEM = 7'b1110011
    } opcode_t;
    typedef enum logic [4:0] {
        ALU_ADD,  ALU_ADDW,  
        ALU_SUB,  ALU_SUBW,
        ALU_OR,   ALU_AND, ALU_XOR,
        ALU_SLT,  ALU_SLTU, 
        ALU_SLL,  ALU_SLLW, 
        ALU_SRL,  ALU_SRLW, 
        ALU_SRA,  ALU_SRAW  
    } alu_op_t;
    typedef enum logic [3:0] {
        LSU_NONE,    
        LSU_LB,      
        LSU_LH,      
        LSU_LW,      
        LSU_LD,      
        LSU_LBU,     
        LSU_LHU,     
        LSU_LWU,     
        LSU_SB,      
        LSU_SH,      
        LSU_SW,      
        LSU_SD       
    } lsu_op_t;
    typedef enum logic [2:0] {
        BRANCH_NONE = 3'b010,  
        BRANCH_BEQ  = 3'b000,  
        BRANCH_BNE  = 3'b001,  
        BRANCH_BLT  = 3'b100,  
        BRANCH_BGE  = 3'b101,  
        BRANCH_BLTU = 3'b110,  
        BRANCH_BGEU = 3'b111   
    } branch_op_t;
    typedef enum logic [3:0] {  
        M_NONE,
        M_MUL,       
        M_MULH,      
        M_MULHSU,    
        M_MULHU,     
        M_MULW,
        M_DIV,       
        M_DIVU,      
        M_REM,       
        M_REMU,       
        M_DIVW,
        M_DIVUW,
        M_REMW,
        M_REMUW
    } mul_op_t;
    typedef enum logic [11:0] {
        CSR_MSTATUS  = 12'h300,  
        CSR_MISA     = 12'h301,  
        CSR_MIE      = 12'h304,  
        CSR_MTVEC    = 12'h305,  
        CSR_MSCRATCH = 12'h340,  
        CSR_MEPC     = 12'h341,  
        CSR_MCAUSE   = 12'h342,  
        CSR_MTVAL    = 12'h343,
        CSR_MIP      = 12'h344,  
        CSR_MCYCLE   = 12'hB00,  
        CSR_MINSTRET = 12'hB02   
    } csr_addr_t;
    typedef enum logic [2:0] {
        CSR_NONE = 3'b000,
        CSR_RW   = 3'b001,  
        CSR_RS   = 3'b010,  
        CSR_RC   = 3'b011,  
        CSR_RWI  = 3'b101,  
        CSR_RSI  = 3'b110,  
        CSR_RCI  = 3'b111   
    } csr_op_t;
endpackage
module regfile (
    input  logic        clk,
    input  logic        rst_n,
    input  logic [4:0]  rs1_addr_i,
    output logic [63:0] rs1_data_o,
    input  logic [4:0]  rs2_addr_i,
    output logic [63:0] rs2_data_o,
    input  logic [4:0]  rd_addr_i,
    input  logic [63:0] rd_data_i,
    input  logic        rd_wen_i
);
    logic [63:0] regs [0:31];
    always_ff @(posedge clk or negedge rst_n) begin
        if (!rst_n) begin
            for (int i=0; i<32; i++) regs[i] <= 64'b0;
        end else begin
            if (rd_wen_i && (rd_addr_i != 5'd0)) begin
                regs[rd_addr_i] <= rd_data_i;
            end
        end
    end
    always_comb begin
        if (rs1_addr_i == 5'd0) begin
            rs1_data_o = 64'b0;
        end else if ((rs1_addr_i == rd_addr_i) && rd_wen_i) begin
            rs1_data_o = rd_data_i;
        end else begin
            rs1_data_o = regs[rs1_addr_i];
        end
        if (rs2_addr_i == 5'd0) begin
            rs2_data_o = 64'b0;
        end else if ((rs2_addr_i == rd_addr_i) && rd_wen_i) begin
            rs2_data_o = rd_data_i;
        end else begin
            rs2_data_o = regs[rs2_addr_i];
        end
    end
endmodule
==> design/flow/run.sh <==
#!/bin/bash
# OpenROAD 26Q1-2900-gdf79404cd8, Yosys 0.63+post, stock flow scripts
make -C /OpenROAD-flow-scripts/flow DESIGN_CONFIG=/design/flow/config.mk WORK_HOME=/design/flow/orfs finish
==> design/flow/config.mk <==
export PLATFORM = sky130hd
export DESIGN_NAME = regfile
export DESIGN_NICKNAME = regfile
export VERILOG_FILES = /design/flow/design.v
export SDC_FILE = /design/flow/constraint.sdc
export NUM_CORES = 4
export LEC_CHECK = 1
export CORE_UTILIZATION = 40
==> design/flow/constraint.sdc <==
current_design regfile

set clk_period 31.8
set clk_io_pct 0.2

create_clock -name clk0 -period $clk_period [get_ports {clk}]

set non_clock_inputs [all_inputs -no_clocks]
set_input_delay [expr $clk_period * $clk_io_pct] -clock clk0 $non_clock_inputs
set_output_delay [expr $clk_period * $clk_io_pct] -clock clk0 [all_outputs]
==> results.ini <==
[clock_network]
clkTransAtPathRegs_ns = 0.06
cts_buffers = 208
hold_buffers = 0
cts_setup_buffers = 0
clock_path_buffers = 3
htreeDepth = 4
post_cts_resized = 0
clkSinkCount = 1984
cts_root_buffer = clkbuf_16
clock.latency.late_pin_ns = 0.89
tritoncts = yes

[pwr]
p_leak_nw = 47.7
intPower_mw = 5.03
seqPwrFrac_pct = 49.1
swShare_pct = 29.1
switchingPower_mw = 2.07
power.density_nw_per_um2 = 63.5
p_comb_share_pct = 14.4
clockPowerShare_pct = 36.5
peakVddDrop_mv = 0.0527

[synth]
yosys_area_um2 = 98100
avgSynthCellArea_um2 = 12.1
synthTopLogicFamily = multiplexers
adder_share_pct = 0
synth_async_sr_flop_share_pct = 100
yosys.area_share.aoi_pct = 17.1
topCellsByArea = dfrtp_1 (51%), mux2_2 (23%), a22oi_1 (7.5%), a221oi_1 (3.5%), a22o_1 (3.3%)
flop_cell = dfrtp_1
xor_share_pct = 0.0893
synth_cell_types = 67
mux_area_share_pct = 22.9
yosysTopAreaCell = dfrtp_1
syn_area_um2 = 98100
ys_seq_share_pct = 50.6
synth_flops = 1984
yosysTopAreaCellShare_pct = 50.6
ys_cells = 8094
synthCells = 8094
synth-simple-area-share_pct = 5.50
edf_count = 0
yosysWarnings = 2

[worst_hold_path]
hold_start = regs[1][21]
hold_path.class = flop to flop

[global_route]
grt_pass1_vias = 85000
gr-total-overflow = 0
groute.usage.overall_pct = 43.0
grt_pass1_wl_um = 705000
grt_max_degree = 125
grt_antenna_before_repair = 37

[floorplanning]
chipArea_um2 = 247000
dieWidth_um = 497
pin_count = 210
die_y_um = 497
fp_util_pct = 40.3
rows = 181
core_um2 = 243000

[status]
outcome = complete, no violations

[sta]
setup_viol = 0
tightest_slew_ns = 1.28
holdWs_ns = 0.516
fmax_ghz = 0.0563
slew_headroom_pct = 13.8
fin_crit_sh_pct = 55.9
grt_setup_unrepaired = false
tns_ns = 0
finalCriticalPeriod_ns = 17.77
skew_ns = 0
hold_viol_final = 0
finalMaxSlewViolations = 0

[critical_path]
cp-start-kind = input pin
endpoint_kind = output pin
path_class = input pin to output pin
rr_startpoint = regs[24][14]
critPathArrivalTime_ns = 11.41
startpoint = rs1_addr_i[4]
worstPathMaxFanout = 20
cp.required_ns = 25.44

[layout]
area_growth_pct = 13.9
drive_gt1_share_pct = 35.0
regMostFlops = regs
top_regs = regs x1984
num-fill-cells = 21300
largest_reg_flops = 1984

[routing]
routedWlPerCell_um = 44.9
first_pass_iters = 15
drcViolationCount = 0
routed_wl_um = 517000
viasPerCell = 7.51
antenna_left = 0
vias = 86400
initialDrtViolationCount = 11100

[place]
portBuffers = 209
gp_congestion = 1.03
hpwlAfterDp_um = 294000

[flow_run]
cap_violations = 0
openroad.warnings = 41

-- critical path, cell delays in order --
cell and delay (ns):
buf_2 0.54, buf_4 0.43, nand2_2 0.45, nor2_4 0.83, buf_4 0.57, buf_4 0.57, a22o_1 0.21, a221oi_1 0.05
o2111ai_1 0.16, nor3_1 0.08, o21ai_1 0.44, clkdlybuf4s50_1 0.57
-- power by group through the flow --
| stage | clock [mW] | combinational, mW | sequential (mW) |
|---|---|---|---|
| finish | 2.59 | 1.02 | 3.49 |
| global route | 2.69 | 1.08 | 3.53 |
| CTS | 2.60 | 0.993 | 3.46 |
-- stage by stage --
stage | util [%] | cell area [um^2] | instances | worst slack, ns | power (mW)
2_1_floorplan | - | 98100 | 8094 | 17.51 | 3.94
3_3_place_gp | 42.9 | 104000 | 11100 | 14.53 | 4.47
3_5_place_dp | 42.9 | 104000 | 11100 | 14.57 | 4.49
4_1_cts | 45.9 | 112000 | 11500 | 14.55 | 7.05
5_1_grt | 45.9 | 112000 | 11500 | 14.26 | 7.30
6_report | 45.9 | 112000 | 11500 | 14.03 | 7.10
-- cells by family after synthesis --
kind of cell / Yosys count
compound gates: 2230
mux: 1996
flops: 1984
simple gates: 1022
buf+inv: 852
xor+xnor: 10
-- cell usage after synthesis, drive strengths merged, types with 6 or more instances --
cell type and count:
a21oi 125, a221oi 391, a222oi 9, a22o 368
a22oi 982, a31oi 26, a32o 6, a32oi 27
buf 392, clkbuf 454, dfrtp 1984, mux2 1988
mux2i 8, nand2 245, nand2b 15, nand3 194
nand3b 6, nand4 258, nor2 115, nor2b 11
nor3 72, nor4 70, o2111ai 8, o21ai 260
o221ai 6, or2 6, or3 7, or3b 6
xor2 8
-- routing by layer --
| layer | vias up | global-route usage (%) | wire (um) |
|---|---|---|---|
| met5 | - | 3.61 | 1080 |
| met4 | 50 | 26.8 | 45300 |
| met3 | 2963 | 29.6 | 93400 |
| met2 | 8312 | 56.0 | 203000 |
| met1 | 43400 | 51.3 | 174000 |
| li1 | 31700 | - | - |
-- worst paths after layout --
kind | to | slack [ns] | depth (start not counted)
worst max-delay path | rs1_data_o[27] | 14.03 | 12
worst min-delay path | regs[1][21] | 0.52 | 1
worst max register to register | regs[24][14] | 30.78 | 1
worst min register to register | regs[1][21] | 0.52 | 1
max in group asynchronous | regs[12][51] | 21.96 | 7
min in group asynchronous | regs[29][27] | 5.41 | 1
-- layout by cell type, fill, tap and decap left out, types with 9 or more instances in the layout --
master	count
mux2_2	1988
dfrtp_1	1984
a22oi_1	982
buf_4	415
a221oi_1	391
a22o_1	368
nand4_1	258
nand2_1	230
clkbuf_16	209
clkdlybuf4s50_1	198
nand3_1	190
o21ai_0	145
a21oi_1	125
o21ai_1	115
nor2_4	75
nor3_1	71
nor4_1	70
clkbuf_8	51
diode_2	43
clkinv_2	43
nor2_1	37
clkbuf_1	28
a32oi_1	27
a31oi_1	25
bufinv_16	20
nand2b_1	14
nand2_4	14
buf_12	12
clkinvlp_4	11
buf_2	10
a222oi_1	9
-- layout make-up --
type / count / area [um^2] / area share (%)
flip-flops and latches: 1984 / 49600 / 44.4
multi-input cells: 5258 / 45400 / 40.6
clock buffers: 288 / 6040 / 5.40
repair buffers: 636 / 5420 / 4.85
well taps: 3202 / 4010 / 3.59
clock inverters: 90 / 1130 / 1.01
diodes: 43 / 108 / 0.0963
inverters: 6 / 22.5 / 0.0202
Power is estimated from default activity; no workload was simulated.
